`design/flow/config.mk`:
```
export PLATFORM = sky130hd
export DESIGN_NAME = led_driver
export DESIGN_NICKNAME = led_driver
export VERILOG_FILES = /design/flow/design.v
export SDC_FILE = /design/flow/constraint.sdc
export NUM_CORES = 4
export LEC_CHECK = 1
export CORE_AREA = 10 10 109 109
export DIE_AREA = 0 0 119 119
export SYNTH_HDL_FRONTEND = slang
```
`design/flow/constraint.sdc`:
```
current_design led_driver

set clk_period 3.0
set clk_io_pct 0.2

create_clock -name clk0 -period $clk_period [get_ports {clk}]

set non_clock_inputs [all_inputs -no_clocks]
set_input_delay [expr $clk_period * $clk_io_pct] -clock clk0 $non_clock_inputs
set_output_delay [expr $clk_period * $clk_io_pct] -clock clk0 [all_outputs]
```
`design/flow/design.v`:
```
module led_driver (
  input  wire       clk,
  input  wire       rst,
  input  wire [7:0] inst,
  output reg  [7:0] an,
  output reg        ca,    
  output reg        cb,    
  output reg        cc,    
  output reg        cd,    
  output reg        ce,    
  output reg        cf,    
  output reg        cg,    
  output reg        dp
); 
  reg [19:0]  refresh_count;
  reg         led_val;
  wire [2:0]  led_sel;
  assign led_sel = refresh_count[19:17];
  always @(*)
    if (led_val) begin
      ca = 1'b1;
      cb = 1'b0;
      cc = 1'b0;
      cd = 1'b1;
      ce = 1'b1;
      cf = 1'b1;
      cg = 1'b1;
      dp = 1'b0;
    end else begin
      ca = 1'b0;
      cb = 1'b0;
      cc = 1'b0;
      cd = 1'b0;
      ce = 1'b0;
      cf = 1'b0;
      cg = 1'b1;
      dp = 1'b0;
    end
    always @(posedge clk or posedge rst)
      begin
	if (rst) begin
          refresh_count <= 20'd0;
        end else begin
          refresh_count <= refresh_count +1;
        end
      end
    always @(*)
      begin
	case(led_sel)
          3'b000: begin
            led_val = inst[0];
	    an = 8'b11111110;
	  end
          3'b001: begin
            led_val = inst[1];
	    an = 8'b11111101;
	  end
          3'b010: begin
            led_val = inst[2];
	    an = 8'b11111011;
	  end
          3'b011: begin
            led_val = inst[3];
	    an = 8'b11110111;
	  end
          3'b100: begin
            led_val = inst[4];
	    an = 8'b11101111;
	  end
          3'b101: begin
            led_val = inst[5];
	    an = 8'b11011111;
	  end
          3'b110: begin
            led_val = inst[6];
	    an = 8'b10111111;
	  end
          3'b111: begin
            led_val = inst[7];
	    an = 8'b01111111;
	  end
          default: begin
            led_val = inst[0];
	    an = 8'b11111110;
	  end
        endcase
      end
endmodule
```
`design/flow/run.sh`:
```
#!/bin/bash
# OpenROAD 26Q1-2900-gdf79404cd8, Yosys 0.63+post, stock flow scripts
make -C /OpenROAD-flow-scripts/flow DESIGN_CONFIG=/design/flow/config.mk WORK_HOME=/design/flow/orfs finish
```
==> GITHUB_STEP_SUMMARY <==
## Synthesis and layout report

| Metric | Value |
|---|---|
| Status | complete, no violations |
| Slew @ Worst Pin | 0.739 ns |
| Final instance area | 1440 um2 |
| Largest net degree at the start of global routing | 21 |
| Fin util | 0.150 |
| Tool warning count | 25 |
| Worst path max stage delay | 0.46 ns |
| Setup CP Type | in2out |
| Leak Pwr | 0.593 nW |
| Worst-Skew Late Latency | 0.26 ns |
| Synth Register Bits | 20 |
| Crit path time final | 2.78 ns |
| Final HPWL DP | 1490 um |
| Die Wd | 119 um |
| Synth Area per Inst | 10.7 um2 |
| Relative slew slack | 0.507 |
| Most used cell, CP | clkdlybuf4s50_1 |
| I/O Buffers | 21 |
| Setup ws final | 0.223 ns |
| I/O Pins | 26 |
| Die Span Y | 119 um |
| CTS sink count | 20 |
| GPL Wtd Cong | 0.717 |
| Critical path fanouts, max | 4 |
| PwrDens | 345 nW/um2 |
| H-Tree Depth | 1 |
| WL/cell | 7.93 um |
| Floorplan Utilization | 0.111 |
| CP cell instances | clkdlybuf4s50_1 > mux4_2 > mux2_2 > clkdlybuf4s50_1 |
| Post-DP Area | 1390 um2 |
| Worst reg-to-reg setup slack | 1.45 ns |
| Slew Limit Fails | 0 |
| Hold buffers post-CTS | 0 |
| Routed Antenna Nets | 0 |
| Routed vias/inst | 2.93 |
| Antenna violations before repair | 0 |
| CP required | 2.40 ns |
| Fraction of layout cells with a size suffix above 1 | 0.112 |
| GRT Total Usage | 0.0294 |
| Inserted Clock Buffers | 3 |
| Post-synthesis cell count | 100 |
| Post-synth seq share | 0.466 |
| DR pass1 iterations | 4 |
| Netlist cell types | 25 |
| Worst setup EP type | primary output |
| First-pass GRT wire length | 3530 um |
| Min-Delay Path Class | reg2reg |
| Crit path max-delay cell type | mux4_2 |
| # DRC | 0 |
| Core area | 9640 um2 |
| Final setup fails | 0 |
| Max Cap Viol | 0 |
| Clock transition at path regs | 0.08 ns |
| Final Skew | 0.00861 ns |
| Vias in the first global route | 712 |
| Drt total wl | 1980 um |
| CTS tree | yes |
| Filler instances | 1093 |
| Area Overhead vs Synth | 34.3% |
| Largest Register | refresh_count |
| FP Rows | 36 |
| CTS resizes | 0 |
| Max VDD drop | 0.123 mV |
| Via count | 729 |
| RSZ-0062 raised after global routing | false |
| Max reg flops | 20 |
| Final Hold Viols | 0 |
| Syn. warnings | 0 |
| Die area | 14200 um2 |
| Antenna cells | 0 |
| Starting DRC count in detailed routing | 42 |
| Post-Place Setup Slack | 0.222 ns |
| Maximum root-to-sink buffer count | 2 |
| Clk root buf | clkbuf_8 |
| Final period utilization | 0.926 |
| Total grt overflow | 0 |
| Post-Syn Area | 1070 um2 |
| Setup repair bufs after CTS | 0 |
| Ys cells | 100 |
| Top Registers | refresh_count (20) |
| Highest clock rate | 360 MHz |
| Setup TNS | 0 ns |
| Worst Setup Start Kind | input port |
| YS chip area | 1070 um2 |
| WP data arrival | 2.18 ns |
critical path, delay by kind of cell:
kind	cells	cell delay, ns
buffers and inverters	2	0.82
multiplexers	2	0.76
synth_stat cells:
cell      instances  area (um2)
nor2_1            7        26.3
nand2b_1          1        6.26
xnor2_1          12         105
nand3b_1          2        15.0
and3_1            4        25.0
nor3_2            1        10.0
nor4_4            1        21.3
nand3_1           7        35.0
mux4_2            2        45.0
nand4_1           4        25.0
mux2_2            1        11.3
and4_1            1        8.76
xor2_1            6        52.6
inv_1             4        15.0
or3b_2            1        8.76
nand4_4           1        21.3
or2_2             2        12.5
dfrtp_1          20         500
ha_1              1        12.5
nand2_1           7        26.3
nor3_1            1        5.00
clkbuf_1          3        11.3
buf_4             8        60.1
or3_1             1        6.26
conb_1            2        7.51
metal layers:
metal  track usage  wire length (um)
met4       0.00305                10
met5             0                 0
met1        0.0418              1030
met3        0.0158               178
met2        0.0398               753
power breakdown:
| group | internal, mW | switching, mW |
|---|---|---|
| clock network | 0.117 | 0.0864 |
| logic | 0.0167 | 0.00778 |
| registers | 0.269 | 0 |
| total | 0.403 | 0.0942 |
layout by cell type, fill, tap and decap left out:
cell type        instances
and4_1                   1
dfrtp_1                 20
nor2_1                   7
or2_2                    2
clkdlybuf4s50_1         21
clkbuf_8                 4
or3b_2                   1
nand2b_1                 1
xnor2_1                 12
nor4_4                   1
nand3_1                  7
inv_1                    4
mux4_2                   2
xor2_1                   6
nand4_4                  1
or3_1                    1
ha_1                     1
nor3_1                   1
nor3_2                   1
nand3b_1                 2
mux2_2                   1
conb_1                   4
and3_1                   4
nand4_1                  4
nand2_1                  7
through the flow:
stage	cells	total power [mW]	hold slack, ns
after floorplan	102	0.288	0.438
after global placement	245	0.300	0.455
after detailed placement	245	0.300	0.460
after CTS	249	0.504	0.474
after global routing	249	0.523	0.497
final	249	0.497	0.474
area by class of cell:
class                      instances  area, um2  share of cell area
inverter                           4       15.0              0.0104
sequential                        20        500               0.347
timing repair buffer              21        210               0.146
multi-input combinational         67        494               0.343
clock buffer                       4       55.1              0.0382
tap                              133        166               0.115
final timing paths:
kind	endpoint	cells after the start	from
setup reg to reg	refresh_count[19]$_DFF_PP0_	4	refresh_count[2]$_DFF_PP0_
setup / recovery	cf	4	inst[3]
hold reg to reg	refresh_count[12]$_DFF_PP0_	1	refresh_count[12]$_DFF_PP0_
max in group asynchronous	refresh_count[10]$_DFF_PP0_	2	rst
min in group asynchronous	refresh_count[14]$_DFF_PP0_	2	rst
hold / removal	refresh_count[12]$_DFF_PP0_	1	refresh_count[12]$_DFF_PP0_
logic make-up (layout without fill, tap and decap cells):
group                      Yosys count  in the layout  share of synthesized area
buffers and inverters               15             29                     0.0804
DFF                                 20             20                      0.466
and+or+nand+nor                     41             41                      0.235
adders and majority gates            1              1                     0.0117
xor gates and xnor gates            18             18                      0.147
muxes                                3              3                     0.0524
other                                2              4                    0.00700
Power figures rest on the tool's default switching activity, not on a simulated workload.
