==> design/flow/design.v <==
module program_counter (
    input clk, input rst,
    input inc_en, input jmp_en,  
    input call_en, input ret_en,
    input logic [7:0] ld_count,  
    output logic [7:0] count
);
    logic [7:0] count_q; logic [7:0] return_reg_q;
    logic [7:0] count_d; logic [7:0] return_reg_d;
    always_ff @(posedge clk or posedge rst) begin
        if (rst) begin
            count_q <= 8'b0; return_reg_q <= 8'b0;
        end else begin
            count_q <= count_d;
            return_reg_q <= return_reg_d;
        end
    end
    always_comb begin
        count = count_q;
        if (inc_en) begin
            count_d = count_q + 1;
            return_reg_d = return_reg_q;
        end else if (jmp_en) begin
            count_d = ld_count;
            return_reg_d = return_reg_q;
        end else if (call_en) begin
            return_reg_d = count_q + 1;
            count_d = ld_count;
        end else if (ret_en) begin
            count_d = return_reg_q;
            return_reg_d = return_reg_q; 
        end else begin
            count_d = count_q;
            return_reg_d = return_reg_q;
        end
    end
endmodule
==> design/flow/run.sh <==
#!/bin/bash
# OpenROAD 26Q1-2900-gdf79404cd8, Yosys 0.63+post, stock flow scripts
make -C /OpenROAD-flow-scripts/flow DESIGN_CONFIG=/design/flow/config.mk WORK_HOME=/design/flow/orfs finish
==> design/flow/config.mk <==
export PLATFORM = sky130hd
export DESIGN_NAME = program_counter
export DESIGN_NICKNAME = program_counter
export VERILOG_FILES = /design/flow/design.v
export SDC_FILE = /design/flow/constraint.sdc
export NUM_CORES = 4
export LEC_CHECK = 1
export CORE_AREA = 10 10 104 104
export DIE_AREA = 0 0 114 114
export SYNTH_HDL_FRONTEND = slang
==> design/flow/constraint.sdc <==
current_design program_counter

set clk_period 2.8
set clk_io_pct 0.2

create_clock -name clk0 -period $clk_period [get_ports {clk}]

set non_clock_inputs [all_inputs -no_clocks]
set_input_delay [expr $clk_period * $clk_io_pct] -clock clk0 $non_clock_inputs
set_output_delay [expr $clk_period * $clk_io_pct] -clock clk0 [all_outputs]
==> run summary <==
Implementation results. The kind of cell with the highest combined delay along the critical path is simple AND/OR/NAND/NOR gates. On the worst path, the slowest cell contributes a delay of 470 ps. Cell leakage power landed at 0.523 nW.

The detail route stage leaves a number of antenna-violating nets equal to 0. The final timing report lists a hold violation count of 0. On met3, the global router reports a usage of 1.81%.

Post-route period utilization is reported as 69.5%. Summed over all nets, the half-perimeter wirelength after detailed placement is approximately 2200 µm. Vertical die dimension landed at 114 µm. Row generation in the floorplan step produced 34 rows. Of all cell types, the one taking the most synthesized area is sky130_fd_sc_hd__dfrtp_1. The global routing report lists met2 layer usage as 6.07%. Sequential cells were found to cover 43.0% of the synthesized design area.

Post-route total power landed at 0.717 mW. Clock latency of the later-clocked register in the worst-skew pair landed at between 200 and 300 ps. Pins over their slew limit in the final report were tallied at 0. Arrival time at the worst endpoint landed at around 2100 ps.

The flow reported a cell area power density of 541 nW/µm². The worst setup path is launched from an input pin. The critical path is of the input pin to flop type.

Per the CTS log, the root buffer master is sky130_fd_sc_hd__clkbuf_8. Final cell count without fillers landed at 234. Slew at the pin with the worst max-slew slack landed at 638 ps.

Per-instance average area after synthesis landed at 8.95 µm². The worst VDD IR drop from the latest analysis is between 0.0001 and 0.00015 V. Setup repair after global routing left no endpoint under its margin. Number of cells in Yosys stat landed at ~100. STA classifies the critical path endpoint as a flop. In the final routed layout, each cell accounts on average for 12.4 µm. Total of fill cells in the finished design landed at 996. The detailed placer reported the number of placed instances as 230. Unique cell type count in the Yosys netlist landed at 32. Number of max-cap violations landed at 0. Via count of the first global-routing pass landed at 807.

Detailed router's first-iteration violation count landed at between 90 and 100. After clock tree synthesis, the setup repair step added 0 buffers. Number of buffer cells added on primary ports landed at 21.

Of the cells placed in the final design, the portion with a size suffix greater than 1 is 9.52%. Ranked by total cell area, the synthesized netlist is headed by sky130_fd_sc_hd__dfrtp_1 (43%), sky130_fd_sc_hd__a21oi_1 (6.5%), sky130_fd_sc_hd__nor2_1 (4.0%). TritonCTS built the clock tree. Warnings reported by Yosys during synthesis add up to 0. The final timing report lists clock skew as 4.41 ps. Maximum buffer depth of the clock tree landed at 2. Of all nets on the critical path, the largest fanout is 9. Clock-pin transition on the worst setup and hold timing paths landed at 70 ps. TritonCTS reports the number of clock sinks as 16. Warnings raised by the tools during the run amount to 25. For the worst setup path, the data required time is 2940 ps. The die is 114 µm wide. The library cells used most frequently in the layout, excluding fill and tap cells, are sky130_fd_sc_hd__clkdlybuf4s50_1 (21), sky130_fd_sc_hd__dfrtp_1 (16), sky130_fd_sc_hd__a21oi_1 (12).

Total via count after detailed routing landed at 828. Area of the die landed at ~13000 µm². According to the hold report, the worst path is of the flop to flop type. Post-synth design cell area landed at 931 µm². I/O pin count landed at 22.

The run finished with clean final reports. Synthesized netlist cell count landed at approximately 100. Hold repair after CTS inserted 0 buffers. Post-cts repair resize count landed at 0. Before placement the cells fill 10.7% of the core. In this run the critical path is formed by clkdlybuf4s50_1 -> or2_1 -> nor3_2 -> a21oi_1 -> o221a_2. Global-route usage over all layers landed at 4.32%. Routability-driven placement finished with a final weighted congestion of between 0.7 and 0.8. Looking at the clock tree report, the H-tree level count equals 1.

The pre-antenna-repair detailed-routing pass consisted of 4 iterations. Area figure in the yosys stat output landed at 931 µm². Dividing the detail-routed via count by the number of cells gives 3.54. After global routing the overflow that remains totals 0.

In the post-route analysis, the smallest setup slack over all paths is 855 ps. Final core utilization landed at 15.3%. Standard cell core area landed at 8680 µm². The number of antenna violations at the first check in global routing came to 0. Post-place setup slack landed at 610 ps.

Area overhead of the layout relative to synthesis landed at 42.5%. The timing report notes that buffer and inverter cells on the critical path total 1. Per the GRT log, the top usage layer is met1.

Met1 usage in global routing landed at around 6.3%. Buffers inserted during clock tree synthesis total 3. Number of setup violations in the final report landed at 0. In this run the biggest area consumer among cell types represents 43.0% of the synthesized area.

Setup total negative slack on the finished layout was measured at 0 ps. The DRC violation total left in the routed layout is recorded as 0. Looking at the critical path, the single cell with the biggest stage delay is sky130_fd_sc_hd__clkdlybuf4s50_1. Counting only logic cells after layout, the most numerous master is sky130_fd_sc_hd__clkdlybuf4s50_1. The routed design ends up with an antenna cell count of 0. The final layout contains routed wiring with a total length of 2910 µm. After synthesis the netlist holds a flip-flop and latch count of 16.

The first global-routing pass estimated 4430 µm of wire. Maximum frequency from static timing analysis landed at 0.514 GHz. Final critical path time including I/O delays and setup landed at 1940 ps.

Checking max transition, the worst relative margin is 57.4%. Entering global routing, the biggest net connects 17 pins.
==> per-stage QoR <==
| stage | area (µm²) | hold slack [ps] |
|---|---|---|
| 2_1_floorplan | 931 | 474 |
| 5_1_grt | 1330 | 550 |
| 3_3_place_gp | 1270 | 495 |
| 6_report | 1330 | 519 |
| 3_5_place_dp | 1270 | 505 |
| 4_1_cts | 1330 | 520 |
==> layer usage <==
metal	part of all wire, %	vias to the layer above	wire length [µm]
li1	-	415	-
met1	48	392	1400
met2	44	19	1270
met3	8.0	2	233
met4	0.41	0	12
met5	0	-	0
==> synth_stat cells, drive strengths merged <==
cell type / n
inv: 5
a21oi: 12
o21ai: 4
nand3b: 1
nor3: 1
o211ai: 1
and4: 2
nor3b: 3
and3b: 1
nand2: 9
mux2: 1
xor2: 4
a21o: 2
ha: 1
a31oi: 3
mux2i: 1
a211oi: 1
o22ai: 2
nand3: 7
clkbuf: 4
o21a: 2
and3: 2
nor2: 10
a211o: 3
or2: 1
buf: 1
o221a: 1
a2111o: 1
xnor2: 2
dfrtp: 16
==> final cells by class <==
class                           count  area (µm²)  area share (%)
Clock buffer                        4        55.1            4.15
Inverter                            5        18.8            1.42
Multi-Input combinational cell     78         492            37.1
Sequential cell                    16         400            30.2
Tap cell                          108         135            10.2
Timing Repair Buffer               23         225            17.0
==> path summary, 6_finish.rpt <==
path	from	endpoint	slack, ps	depth (start not counted)
setup / recovery	jmp_en	count[2]$_DFFE_PP0P_	860	5
hold / removal	return_reg_q[1]$_DFFE_PP0P_	return_reg_q[1]$_DFFE_PP0P_	520	1
setup reg to reg	count[0]$_DFFE_PP0P_	count[4]$_DFFE_PP0P_	1180	4
hold reg to reg	return_reg_q[1]$_DFFE_PP0P_	return_reg_q[1]$_DFFE_PP0P_	520	1
max in group asynchronous	rst	count[7]$_DFFE_PP0P_	1680	2
min in group asynchronous	rst	count[0]$_DFFE_PP0P_	710	2
==> where the power goes <==
group | internal, mW | total, mW | switching (mW) | leakage, nW
clock network | 0.125 | 0.206 | 0.0816 | 0.0288
registers | 0.279 | 0.328 | 0.0489 | 0.189
logic | 0.106 | 0.183 | 0.0769 | 0.305
==> cells by family (layout without fill, tap and decap cells) <==
| group | Yosys count | count (layout) | share of synthesized area (%) |
|---|---|---|---|
| compound gates | 32 | 32 | 22.0 |
| flops | 16 | 16 | 43.0 |
| mux | 2 | 2 | 2.28 |
| buf+inv | 10 | 32 | 4.17 |
| fa+ha+maj | 1 | 1 | 1.34 |
| simple gates | 37 | 37 | 21.5 |
| xor+xnor | 6 | 6 | 5.65 |
==> sequential cells by signal, summed over array words and instances, names as in the netlist <==
name	cells
return_reg_q	8
count	8
No activity file was given, so power comes from the tool's default toggle rates.
