<file path="design/flow/config.mk">
export PLATFORM = sky130hd
export DESIGN_NAME = alu
export DESIGN_NICKNAME = alu
export VERILOG_FILES = /design/flow/design.v
export SDC_FILE = /design/flow/constraint.sdc
export NUM_CORES = 4
export LEC_CHECK = 1
export CORE_UTILIZATION = 40
export SYNTH_HDL_FRONTEND = slang
</file>
<file path="design/flow/constraint.sdc">
current_design alu

set clk_period 5.7
set clk_io_pct 0.2

create_clock -name clk0 -period $clk_period [get_ports {clk}]

set non_clock_inputs [all_inputs -no_clocks]
set_input_delay [expr $clk_period * $clk_io_pct] -clock clk0 $non_clock_inputs
set_output_delay [expr $clk_period * $clk_io_pct] -clock clk0 [all_outputs]
</file>
<file path="design/flow/design.v">
module alu(
    input clk,
    input rst,
    input ci,
    input logic [7:0] data_rd,
    input logic [7:0] data_rr,
    input logic [7:0] opcode,
    output logic [15:0] data_o,
    output logic co,
    output logic zo,
    output logic no 
 );
  logic [7:0] opcode_q;  
  logic [7:0] data_rd_q;  
  logic [7:0] data_rr_q;  
  logic ci_q;  
  logic [15:0] d_data_o;
  logic d_co;
  logic d_zo;
  logic d_no;
  always_ff @(posedge clk or posedge rst) begin
    if (rst) begin
        opcode_q <= 8'b0;
        data_rd_q <= 8'b0;
        data_rr_q <= 8'b0;
        ci_q <= 1'b0;
        data_o <= 16'b0;
        co <= 1'b0;
        zo <= 1'b0;
        no <= 1'b0;
    end else begin
        opcode_q <= opcode;
        data_rd_q <= data_rd;
        data_rr_q <= data_rr;
        ci_q <= ci;
        data_o <= d_data_o;
        co <= d_co;
        zo <= d_zo;
        no <= d_no;
    end
  end
  always_comb begin
    d_zo = zo;
    d_no = no;
    d_co = co;
    casez (opcode_q)
        8'b0000????: 
            begin
                d_data_o[7:0] = data_rd_q & data_rr_q; 
                d_no = d_data_o[7];
                d_zo = ~(d_data_o[7] | d_data_o[6] | d_data_o[5]| d_data_o[4]| d_data_o[3]| d_data_o[2]| d_data_o[1] | d_data_o[0]);  
                d_co = d_co + 0;
                d_data_o[15:8] = 8'b0;  
            end
        8'b0001????: 
            begin
                d_data_o[7:0] = data_rd_q | data_rr_q;
                d_no = d_data_o[7];
                d_zo = ~(d_data_o[7] | d_data_o[6] | d_data_o[5]| d_data_o[4]| d_data_o[3]| d_data_o[2]| d_data_o[1] | d_data_o[0]);  
                d_co = d_co;
                d_data_o[15:8] = 8'b0;  
            end
        8'b0010????:
            begin
                d_data_o[7:0] = data_rd_q ^ data_rr_q;
                d_no = d_data_o[7];
                d_zo = ~(d_data_o[7] | d_data_o[6] | d_data_o[5]| d_data_o[4]| d_data_o[3]| d_data_o[2]| d_data_o[1] | d_data_o[0]);  
                d_co = d_co;
                d_data_o[15:8] = 8'b0;  
            end
        8'b0011????:
            begin
                d_data_o = data_rd_q * data_rr_q;
                d_zo = ~(d_data_o[15] | d_data_o[14] | d_data_o[13]| d_data_o[12]| d_data_o[11]| d_data_o[10]| d_data_o[9] | d_data_o[8] |
                d_data_o[7] | d_data_o[6] | d_data_o[5] | d_data_o[4] | d_data_o[3] | d_data_o[2] | d_data_o[1] | d_data_o[0]);  
                d_co = d_data_o[15];
            end
        8'b0100????:
            begin
                d_data_o[7:0] = data_rd_q + data_rr_q;
                d_no = d_data_o[7];
                d_zo = ~(d_data_o[7] | d_data_o[6] | d_data_o[5]| d_data_o[4]| d_data_o[3]| d_data_o[2]| d_data_o[1] | d_data_o[0]);
                d_co = (data_rd_q[7] & ~d_data_o[7]) | (data_rr_q[7] & ~d_data_o[7]) | (data_rr_q[7] & data_rd_q[7]);
                d_data_o[15:8] = 8'b0;  
            end
        8'b0101????:
            begin
                d_data_o[7:0] = data_rd_q + data_rr_q + ci_q;
                d_no = d_data_o[7];
                d_zo = ~(d_data_o[7] | d_data_o[6] | d_data_o[5]| d_data_o[4]| d_data_o[3]| d_data_o[2]| d_data_o[1] | d_data_o[0]);
                d_co = (data_rd_q[7] & ~d_data_o[7]) | (data_rr_q[7] & ~d_data_o[7]) | (data_rr_q[7] & data_rd_q[7]);
                d_data_o[15:8] = 8'b0;  
            end
        8'b0110????:
            begin
                d_data_o[7:0] = data_rd_q - data_rr_q;
                d_no = d_data_o[7];
                d_zo = ~(d_data_o[7] | d_data_o[6] | d_data_o[5]| d_data_o[4]| d_data_o[3]| d_data_o[2]| d_data_o[1] | d_data_o[0]);
                if (data_rr_q > data_rd_q) begin
                    d_co = 1'b1;  
                end else begin
                    d_co = (~data_rd_q[7] & data_rr_q[7]) | (~data_rd_q[7] & d_data_o[7]) | (data_rr_q[7] & d_data_o[7]);  
                end
                 d_data_o[15:8] = 8'b0;  
            end
        8'b0111????:
            begin
                d_data_o[7:0] = data_rd_q - data_rr_q - ci_q;
                d_no = d_data_o[7];
                d_zo = ~(d_data_o[7] | d_data_o[6] | d_data_o[5]| d_data_o[4]| d_data_o[3]| d_data_o[2]| d_data_o[1] | d_data_o[0]);
                if ((data_rr_q == data_rd_q) & (ci_q == 1'b1)) begin
                    d_co = 1'b1;
                end else if (data_rr_q > data_rd_q) begin
                    d_co = 1'b1;
                end else begin
                    d_co = (~data_rd_q[7] & data_rr_q[7]) | (~data_rd_q[7] & d_data_o[7]) | (data_rr_q[7] & d_data_o[7]);
                end
                d_data_o[15:8] = 8'b0;  
            end
        8'b1000??00:
            begin
                d_co = data_rd_q[7];
                d_data_o[7:0] = data_rd_q << 1;
                d_zo = ~(d_data_o[7] | d_data_o[6] | d_data_o[5]| d_data_o[4]| d_data_o[3]| d_data_o[2]| d_data_o[1] | d_data_o[0]);
                d_no = d_data_o[7];
                d_data_o[15:8] = 8'b0;            
            end
        8'b1000??01:
            begin
                d_co = data_rd_q[0];
                d_data_o[7:0] = {data_rd_q[7], data_rd_q[7:1]};
                d_zo = ~(d_data_o[7] | d_data_o[6] | d_data_o[5]| d_data_o[4]| d_data_o[3]| d_data_o[2]| d_data_o[1] | d_data_o[0]);
                d_no = d_data_o[7];
                d_data_o[15:8] = 8'b0;
            end
        8'b1000??10:
            begin
                d_data_o[7:0] = {data_rd_q[6:0], ci_q};
                d_zo = ~(d_data_o[7] | d_data_o[6] | d_data_o[5]| d_data_o[4]| d_data_o[3]| d_data_o[2]| d_data_o[1] | d_data_o[0]);
                d_no = d_data_o[7];
                d_co = data_rd_q[7];
                d_data_o[15:8] = 8'b0;
            end
        8'b1000??11:
            begin
                d_data_o[7:0] = {ci_q, data_rd_q[7:1]};
                d_zo = ~(d_data_o[7] | d_data_o[6] | d_data_o[5]| d_data_o[4]| d_data_o[3]| d_data_o[2]| d_data_o[1] | d_data_o[0]);
                d_no = d_data_o[7];
                d_co = data_rd_q[0];
                d_data_o[15:8] = 8'b0;
            end
        8'b1001??00:
            begin
                d_data_o[7:0] = ~data_rd_q + 1;
                d_zo = ~(d_data_o[7] | d_data_o[6] | d_data_o[5]| d_data_o[4]| d_data_o[3]| d_data_o[2]| d_data_o[1] | d_data_o[0]);
                d_no = d_data_o[7];
                d_data_o[15:8] = 8'b0;
                d_co = ~d_data_o[7] & ~data_rd_q[7];
            end
        default: 
            begin 
                d_data_o = data_o;
                d_zo = zo;
                d_no = no;
                d_co = co;
            end
    endcase
  end
endmodule
</file>
<file path="design/flow/run.sh">
#!/bin/bash
# OpenROAD 26Q1-2900-gdf79404cd8, Yosys 0.63+post, stock flow scripts
make -C /OpenROAD-flow-scripts/flow DESIGN_CONFIG=/design/flow/config.mk WORK_HOME=/design/flow/orfs finish
</file>
==> out/qor.csv <==
metric;value;unit
status;complete, no violations;
Gate power share;60.3;%
most used cell, CP;fa_1;
Clock Root Buffer;clkbuf_16;
Synth area leaders;dfrtp_1, ha_1, fa_1, nor2_1, inv_1;
WL/cell;20.1;µm
via/cell ratio;5.81;
Worst R2R Setup Slack;380;ps
Synth-to-Final Area Change;14.4;%
Post-synth seq share;18.1;%
Top cell area share;18.1;%
Min-Delay Path Depth;1;
Worst Path Arrival;5550;ps
number of CTS-inserted buffers;5;
Core Area;14000;µm²
Final Setup Violations;0;
type of the tightest min-delay check;reg2reg;
worst r2r src;data_rd_q[2];
fp util;41.4;%
Reg2Reg Capture Point;zo;
asr flop ratio synth;100;%
global route total overflow;0;
H-tree Lvls;2;
syn_area_per_cell;8.27;µm²
clk sink count;42;
final worst path period need;5320;ps
antenna violations before repair;0;
Worst R2R Path Depth;17;
largest net degree at the start of global routing;43;
Clock Pin Slew Worst Setup and Hold Paths;80;ps
Clk network pwr share;18.5;%
Die Wd;123;µm
required time worst endpoint;5930;ps
Psw;0.792;mW
# hold bufs at CTS;0;
Max VDD drop;0.314;mV
Setup TNS Final;0;ps
leak pwr;2.98;nW
CTS tree;built;
Pwr Density;257;nW/µm²
area leader, netlist;dfrtp_1;
IO buf count;43;
Synth Warn #;0;
global-route wire length before repair;29800;µm
crit path cell chain;inv_2 -> nor2_1 -> fa_1 -> fa_1 -> inv_1 -> fa_1 -> fa_1 -> inv_1 -> ha_1 -> o21ai_0 -> o21ai_0 -> a21boi_0 -> o41ai_1 -> a21oi_1 -> xnor2_1 -> or4_1 -> o21ai_1;
GR Util All Layers;27.6;%
final max-slew violation count;0;
Post-Synthesis Cells;703;
number of post-CTS setup repair buffers;0;
#FFs+latches synth;42;
Setup crit start kind;flop;
EDFF count, synth;0;
Initial DRC Count;423;
Worst Skew;6.98;ps
via count;5389;
Slew headroom;36.0;%
Tightest Pin Transition;952;ps
post-synth cell types;75;
mapped cell area;5810;µm²
Latency at later pin;310;ps
min-delay src;data_o[13];
final total power;1.71;mW
Synth Flop Type;dfrtp_1;
CTS Buffer Depth;2;
die area;15000;µm²
Die Y-Extent;123;µm
Routed Wire Length;18700;µm
max frequency;0.188;GHz
# rows;43;
post-route ant nets;0;
fraction of layout cells with a size suffix above 1;6.42;%
CP max stage delay;580;ps
max-cap viol count;0;
Yosys chip area;5810;µm²
# IOs;46;
CP Class;reg2reg;
WHS Endpoint;data_o[13];
Gates resized, CTS repair;0;
DP Wirelength;14900;µm
Reg power frac;21.2;%
post-layout period usage of the worst path;93.3;%
fill cell count;1302;
gpl congestion;1.02;
Post-route DRC;0;
Hold Vio Cnt, Final;0;
OpenROAD warnings;44;
Crit-path slowest cell;dfrtp_1;
yosys stat cell total;703;
crit-path max FO;11;
Cell Int Power;0.919;mW
First-pass DRT Iterations;5;
Worst setup EP type;flop;
diode count;0;
sw frac;46.3;%
unrepaired setup endpoints after global routing;false;
vias in the first global route;5260;
-- area by class of cell --
type                    instances  area (µm²)  area share [%]
well taps                     180         225            3.39
clock buffers                   5         125            1.88
flip-flops and latches         42        1050            15.8
multi-input cells             550        4330            65.2
repair buffers                 60         558            8.39
inverters                      88         330            4.97
clock inverters                 3        23.8           0.358
-- per-stage QoR --
step | setup WS, ps | area (µm²) | cells | util, % | hold slack, ps
2_1_floorplan | 873 | 5810 | 703 | - | 426
3_3_place_gp | 358 | 6500 | 920 | 46.3 | 483
3_5_place_dp | 320 | 6500 | 920 | 46.3 | 476
4_1_cts | 285 | 6650 | 928 | 47.3 | 502
5_1_grt | 20.2 | 6650 | 928 | 47.3 | 526
6_report | 381 | 6650 | 928 | 47.3 | 501
-- cell families after synthesis --
family                   Yosys count  share of synthesized area, %
buffers and inverters            111                          7.32
multiplexers                      10                          1.74
AND/OR/NAND/NOR                  245                          20.8
XOR/XNOR                          33                          4.97
AND-OR/OR-AND                    156                          19.2
adder cells (fa/ha/maj)          106                          27.9
flip-flops                        42                          18.1
-- power groups by stage --
stage | Combinational, mW | Clock (mW) | Sequential, mW
global route | 1.15 | 0.332 | 0.367
CTS | 1.04 | 0.322 | 0.362
finish | 1.03 | 0.316 | 0.363
-- flip-flops by register name, summed over array words and instances, names as in the netlist --
| signal | flops |
|---|---|
| data_o | 16 |
| data_rd_q | 8 |
| data_rr_q | 8 |
| opcode_q | 6 |
| ci_q | 1 |
| co | 1 |
| no | 1 |
| zo | 1 |
-- worst max path at each step --
| stage | startpoint | end | slack, ps | depth (start not counted) |
|---|---|---|---|---|
| CTS | data_rd_q[2] | zo | 290 | 17 |
| global route | data_rd_q[2] | zo | 20 | 17 |
| finish | data_rd_q[2] | zo | 380 | 17 |
-- critical path: cells and delay by family (launching register included) --
kind	cells	cell delay, ps
flops	1	580
buf+inv	3	320
fa+ha+maj	5	2330
compound gates	6	1180
simple gates	2	620
xor+xnor	1	200
-- cell usage in the layout, fill, tap and decap left out, drive strengths merged, types with 15 or more instances in the layout --
cell type and instances:
nor2 82, o21ai 35, a21oi 28, nor4 15, fa 39, buf 17
clkdlybuf4s50 43, xnor2 20, dfrtp 42, nand2 60, inv 79, ha 67
nor3 23
-- synth_stat cells, types with 5 or more instances --
cell      count
nor2_1       82
ha_1         67
inv_1        78
a21oi_1      28
nand2b_1     12
xor2_1       13
clkbuf_1     16
and3_1        5
o221ai_1      5
a22o_1        8
a221oi_1      5
a211oi_1      5
o21ai_0      33
nand2_1      60
nor2b_1       5
nand3_1      13
mux2i_1       9
dfrtp_1      42
o211ai_1      8
xnor2_1      20
nor4_1       13
nor3_1       21
fa_1         39
clkinv_1     10
nand4_1       7
a31oi_1      10
o31ai_1       5
-- routing by layer --
metal	track usage (%)	vias up	part of all wire [%]
li1	-	2551	-
met1	42.9	2604	46
met2	40.5	192	44
met3	4.74	42	6.6
met4	7.32	0	3.0
met5	0	-	0
Power is estimated from default activity; no workload was simulated.
